--- design.v ---
module Controller(input start,cout,clk,rst,output reg cnt,initC,ROM,ld,ldT,initT,initRfinal,ldRfinal,busy,ready);
	parameter [3:0]idle=0,init=1,Begin=2,Mult1=3,Mult2=4,Mult3=5,Add=6,Mult4=7;
	reg [3:0]ps,ns;
	always@(ps,start,cout)begin
		{initC,cnt,ld,ROM,ldT,initT,ldRfinal,initRfinal,busy,ready}=10'b0;
		case(ps)
			idle: begin
				ns=start?init:idle;
				ready=1'b1;
			end
			init: begin
				ns=start?init:Begin;
				initRfinal=1'b1; initT=1'b1;initC=1'b1;
			end
			Begin: begin
				ns=Mult1;
				ld=1'b1;
			end
			Mult1: begin
				ns=Mult2;
				busy=1'b1;ldT=1'b1;
			end
			Mult2: begin
				ns=Mult3;
				busy=1'b1;ldT=1'b1;ROM=1'b1;
			end
			Mult3: begin
				ns=Add;
				busy=1'b1;ldT=1'b1;ROM=1'b1;
			end
			Add: begin
				ns=cout?idle:Mult4;
				busy=1'b1;ldRfinal=1'b1;cnt=1'b1;
			end
			Mult4: begin
				ns=Mult1;
				busy=1'b1;ldT=1'b1;
			end
			default: ns=idle;
		endcase
	end
	always @(posedge clk,posedge rst)begin
		if (rst) ps<=idle;
		else ps<=ns;
	end
endmodule
--- run.sh ---
#!/bin/bash
# OpenROAD 26Q1-2900-gdf79404cd8, Yosys 0.63+post, stock flow scripts
make -C /OpenROAD-flow-scripts/flow DESIGN_CONFIG=/design/flow/config.mk WORK_HOME=/design/flow/orfs finish
--- config.mk ---
export PLATFORM = sky130hd
export DESIGN_NAME = Controller
export DESIGN_NICKNAME = Controller
export VERILOG_FILES = /design/flow/design.v
export SDC_FILE = /design/flow/constraint.sdc
export NUM_CORES = 4
export LEC_CHECK = 1
export CORE_AREA = 10 10 70 70
export DIE_AREA = 0 0 80 80
--- constraint.sdc ---
current_design Controller

set clk_period 2.0
set clk_io_pct 0.2

create_clock -name clk0 -period $clk_period [get_ports {clk}]

set non_clock_inputs [all_inputs -no_clocks]
set_input_delay [expr $clk_period * $clk_io_pct] -clock clk0 $non_clock_inputs
set_output_delay [expr $clk_period * $clk_io_pct] -clock clk0 [all_outputs]
==> flow_summary.yaml <==
# generated from flow reports
cts:
  root_buffer: "clkbuf_4"
  cts_sinks: 8
  clkLatencyLatePin_ns: 0.26
  cts_max_path_buffers: 2
  cts_tree: "built"
  htreeDepth: 1
  cts.clk_slew.worst_paths_ns: 0.06
  numCtsBuffers: 3
synth:
  simple_gate_area_frac: 0.159
  ys.flops: 8
  syn_avg_cell_area_um2: 13.2
  adder_share: 0
  ys_seq_frac: 0.694
  ys_sh_aoi: 0.0431
  synth-xor-area-share: 0
  synth.area.mux_share: 0
  top_logic_kind: "simple AND/OR/NAND/NOR gates"
  synthCells: 22
  yosysChipArea_um2: 290
  ys_cells: 22
  synth_area_um2: 290
  ys_warn_count: 1
  synth.distinct_cells: 10
worst_setup_path:
  worstPathMaxFanout: 2
  critPathBufInv: 1
  max_stage_delay_ns: 0.53
  crit_chain: "or4_4 > or2_1 > clkbuf_2"
  worstPathRequired_ns: 1.60
  crit_type: "reg2out"
  cp_slowest_cell: "or4_4"
  cp-start-kind: "register"
  worstPathArrival_ns: 1.48
  critical_path.top_delay_family: "simple AND/OR/NAND/NOR gates"
  crit_path_end_kind: "output port"
power_and_ir_drop:
  p_clk_frac: 0.345
  p_switching_uw: 84.9
  power.combinational.fraction: 0.181
  p_leak_uw: 0.000213
  p_sw_frac: 0.218
  powerDensity_nw_per_um2: 808
  p_int_uw: 306
  power_uw: 390
  ir_worst_vdd_mv: 0.442
  p_seq_frac: 0.473
layout:
  largest_register: "ps"
  seq_area_um2: 201
  finish.instance_area_um2: 483
  areaGrowthSynthToFinish_pct: 66.4
  logic_area_um2: 58.8
  n_fill_cell: 393
  reg_top3: "ps: 8 flops"
  largest_register_ffs: 8
  fin_util: 0.141
  drive_above_1_share: 0.189
flow_run:
  warning_count: 25
  drv_cap: 0
drt:
  drt-initial-drc-count: 0
  highest_layer: "met3"
  wirelength_um: 683
  via_per_inst: 2.49
  n_antenna_cell: 0
  route.met3.wl_um: 161
  wl_met1_um: 324
  ant_nets: 0
  vias: 207
  wl_met2_um: 197
  wire_per_inst_um: 8.23
  dr.pass1.iters: 1
  drc: 0
global_route:
  grt_use_total: 0.0219
  first_global_vias: 234
  grt_pass1_wl_um: 1070
  grt_max_degree: 9
  antenna_found_initial: 0
  grt_overflow: 0
placement:
  place_congestion: 0.668
  io_buffers: 13
  dpl_cell_area_um2: 455
die:
  num_io_pins: 14
  core_um2: 3420
  die-area_um2: 6400
  die_h_um: 80
  die_w_um: 80
  fp_util: 0.0850
  fp-row-count: 21
min_path:
  hold_class: "in2async"
final_timing:
  fmaxAchievable_mhz: 533
  min_period_ns: 1.88
  setup_viol: 0
  finalCritPeriodShare: 0.938
  hold_viol_final: 0
  rsz0062_at_grt: "false"
  tightest_slew_ns: 0.279
  skew_ns: 0.0112
  slew_violations: 0
  setup_tns_ns: 0
  relSlewSlack: 0.814
run_status:
  status: "finished, final reports clean"
## layout make-up
type | count | share of cell area
sequential | 8 | 0.417
timing repair buffer | 14 | 0.272
multi-input combinational | 9 | 0.122
tap | 46 | 0.119
clock buffer | 4 | 0.0544
inverter | 2 | 0.0155
## cells in the final DEF, fill, tap and decap left out
| cell type | netlist | final |
|---|---|---|
| dfstp_2 | 1 | 1 |
| clkdlybuf4s50_1 | 0 | 11 |
| inv_1 | 2 | 2 |
| or2_1 | 3 | 3 |
| o21ai_0 | 1 | 1 |
| dfrtp_1 | 7 | 7 |
| o21a_1 | 1 | 1 |
| clkbuf_2 | 0 | 1 |
| nor2b_1 | 2 | 2 |
| buf_4 | 3 | 1 |
| or4_4 | 1 | 1 |
| dlygate4sd2_1 | 0 | 1 |
| clkbuf_4 | 0 | 3 |
| clkbuf_1 | 0 | 1 |
| nand2_1 | 1 | 1 |
## logic make-up (layout without fill, tap and decap cells)
logic type	after synthesis	after routing
buf+inv	5	20
flops	8	8
compound gates	2	2
simple gates	7	7
## cell usage after synthesis, drive strengths merged
cell type	count	area share
o21a	1	0.026
nand2	1	0.013
nor2b	2	0.043
or4	1	0.039
dfrtp	7	0.60
o21ai	1	0.017
or2	3	0.065
buf	3	0.078
inv	2	0.026
dfstp	1	0.091
## final timing paths
kind                        from    end  slack (ns)  depth (start not counted)
min                          rst  ps[6]        0.37                          2
max in group asynchronous    rst  ps[0]        1.35                          2
max                        ps[6]   busy        0.12                          3
min in group clk0          ps[6]  ps[1]        0.38                          0
max reg2reg                ps[0]  ps[0]        1.19                          2
min reg2reg                ps[6]  ps[1]        0.38                          0
## repair_timing
action | in CTS | in global routing
setup endpoints to repair | 2 | 1
endpoints found under the hold margin | 0 | 0
buffers inserted | 1 | 0
hold buffers | 0 | 0
gates resized | 3 | 1
gates cloned | 0 | 0
pin swaps | 2 | 2
## power groups by stage
| stage | registers [uW] | clock network, uW | logic [uW] |
|---|---|---|---|
| CTS | 185 | 137 | 76.5 |
| global route | 187 | 150 | 79.7 |
| finish | 185 | 135 | 70.8 |
## stage by stage
step | setup slack (ns) | hold WS (ns) | instances
4_1_cts | 0.0227 | 0.375 | 83
3_5_place_dp | 0.0585 | 0.366 | 78
2_1_floorplan | 0.548 | 0.215 | 22
5_1_grt | 0.0665 | 0.391 | 83
3_3_place_gp | 0.0792 | 0.364 | 78
6_report | 0.124 | 0.366 | 83
## layer usage
| metal | GRT usage | up-vias |
|---|---|---|
| met5 | 0 | - |
| met4 | 0.00528 | 0 |
| met3 | 0.0295 | 0 |
| met2 | 0.0241 | 23 |
| met1 | 0.0236 | 88 |
| li1 | - | 96 |
Power is estimated from default activity; no workload was simulated.
