## config.mk

```make
export PLATFORM = sky130hd
export DESIGN_NAME = Multiplier
export DESIGN_NICKNAME = Multiplier
export VERILOG_FILES = /design/flow/design.v
export SDC_FILE = /design/flow/constraint.sdc
export NUM_CORES = 4
export LEC_CHECK = 1
export CORE_UTILIZATION = 30
```

## constraint.sdc

```tcl
current_design Multiplier

set clk_period 18.5
set clk_io_pct 0.2

create_clock -name clk0 -period $clk_period

set non_clock_inputs [all_inputs -no_clocks]
set_input_delay [expr $clk_period * $clk_io_pct] -clock clk0 $non_clock_inputs
set_output_delay [expr $clk_period * $clk_io_pct] -clock clk0 [all_outputs]
```

## design.v

```verilog
module Multiplier(input [15:0]in1,in2,output [15:0] out);
	wire [31:0]residue;
	assign residue = in1 * in2;
	assign out = residue[31:16];
endmodule
```

## run.sh

```bash
#!/bin/bash
# OpenROAD 26Q1-2900-gdf79404cd8, Yosys 0.63+post, stock flow scripts
make -C /OpenROAD-flow-scripts/flow DESIGN_CONFIG=/design/flow/config.mk WORK_HOME=/design/flow/orfs finish
```

==> impl_metrics.ini <==
; flow metrics
[min_path]
min_to = out[0]
hp-start = in1[0]
hold_depth = 8
hp-class = in2out

[sta]
max_freq_mhz = 69.4
layout_setup_ws_ns = 4.09
worst_slew_pin_slew_ns = 0.807
hold_slack_ns = 9.29
hold_violations = 0
setup_viol = 0
fin_crit_sh_pct = 77.9
max-slew-margin-rel_pct = 46.0
tns_ns = 0
maxSlewViolCount = 0
rsz0062_at_grt = no
min_period_ns = 14.41

[layout]
area_growth_pct = 10.1
regArea_um2 = 0
clock_buffers = 0
layout-drive-gt1-share_pct = 0.812
n_fill_cell = 2865
flop-count = 0

[yosys]
ys_cells = 968
simple_gate_area_share_pct = 19.1
syn_avg_cell_area_um2 = 8.64
syn_inst = 968
yosysChipArea_um2 = 8370
aoi_share_pct = 6.70
synth_seq_share_pct = 0
ys_sh_xor_pct = 1.26
synth.logic.top_family = adder cells
synth_cell_types = 46
adder_share_pct = 61.3
synthesis.area_um2 = 8370
ys_warn_count = 0
mux_share_pct = 0.120

[routing]
routed_wl_um = 19300
antenna_cells = 0
viasPerCell = 4.61
via_count = 6262
drc = 0
drt_iter0_markers = 220
wl_per_cell_um = 14.2
drt_pass1_iterations = 4
ant_nets = 0

[die]
die_w_um = 169
die_h_um = 169
rows = 60
ios = 48
fp_util_pct = 30.8
core_area_um2 = 27200
dieArea_um2 = 28600

[worst_setup_path]
cp-start-kind = primary input
critical_path_class = in2out
worst_ep_required_time_ns = 14.80
cp_common_cell = fa_1
cp-end-kind = output pin
cp_cell_sequence = clkdlybuf4s50_1 -> nand2_1 -> fa_1 -> inv_1 -> fa_1 -> inv_1 -> fa_1 -> inv_1 -> fa_1 -> fa_1 -> inv_1 -> fa_1 -> inv_1 -> ha_1 -> a21oi_1 -> o21ai_0 -> a211oi_1 -> a2111oi_0 -> buf_4 -> or3_1 -> nand3_1 -> clkdlybuf4s50_1
worst_path_largest_cell_delay_ns = 0.97
worstPathArrival_ns = 10.71
critPathMaxFanout = 16
worst_path_max_delay_cell = clkdlybuf4s50_1

[placed_design]
gp_congestion = 0.888
portBuffers = 48
hpwl_um = 16000
dp_slack_ns = 4.14

[cts]
hold_buffers = 0
postCtsSetupRepairBufs = 0
post_cts_resized = 0

[grt]
grt_pass1_wl_um = 33800
grt_pass1_vias = 6876
grt_max_degree = 17
overflow = 0
antenna_found_initial = 1
grt_usage_pct = 15.5

[job]
drv_cap = 0
warning_count = 32

[run_status]
status = finished clean
[area by class of cell]
type	count	area, um2	area share [%]
Timing Repair Buffer	53	518	5.62
Multi-Input combinational cell	713	7400	80.4
Inverter	219	822	8.93
Tap cell	372	465	5.05
[worst max path at each step]
stage	startpoint	to	slack (ns)	cells after the start
global route	in1[7]	out[12]	3.76	22
CTS	in1[7]	out[12]	4.09	22
finish	in1[7]	out[12]	4.09	22
[metrics by stage]
stage	instance area [um2]	utilization, %	instances
final	9210	33.9	1357
after global routing	9210	33.9	1357
after CTS	9210	33.9	1357
after detailed placement	9210	33.9	1357
after global placement	9210	33.9	1357
after floorplan	8370	-	968
[metal layers]
| metal | vias to the layer above | share of wire (%) | GRT usage [%] |
|---|---|---|---|
| met5 | - | 0 | 0 |
| met4 | 0 | 0.35 | 0.783 |
| met3 | 4 | 6.7 | 3.64 |
| met2 | 163 | 50 | 25.7 |
| met1 | 3131 | 43 | 22.4 |
| li1 | 2964 | - | - |
[placed cells by master (no fill, tap or decap), types with 2 or more instances in the layout]
master,instances
a211oi_1,4
or3_1,3
a21oi_1,22
and2_1,123
o22ai_1,3
o21a_1,4
xor2_1,3
a21o_1,14
o21bai_1,2
o21ai_0,16
inv_1,219
and3_1,5
nand3_1,6
buf_4,5
nor3_1,5
fa_1,193
nor2b_1,2
a211o_1,3
xnor2_1,9
a31oi_1,3
nand4_1,4
nor4_1,4
nand3b_1,2
nor2_1,14
ha_1,101
clkdlybuf4s50_1,48
nand2_1,148
a2111oi_0,3
[synth_stat cells (4+ instances only)]
library cell	instances	share of area, %
xnor2_1	9	0.94
nand4_1	4	0.30
a21o_1	14	1.3
a21oi_1	22	1.3
nand2_1	148	6.6
ha_1	101	15
fa_1	193	46
and2_1	123	9.2
o21ai_0	16	0.96
nor2_1	14	0.63
nand3_1	6	0.36
nor3_1	5	0.30
clkbuf_1	33	1.5
a211oi_1	4	0.36
inv_1	219	9.8
and3_1	5	0.37
o21a_1	4	0.36
nor4_1	4	0.30
[cells by family (layout without fill, tap and decap cells)]
| group | count (synthesis) | after routing |
|---|---|---|
| simple gates | 321 | 321 |
| fa+ha+maj | 294 | 294 |
| buf+inv | 255 | 272 |
| compound gates | 85 | 85 |
| xor+xnor | 12 | 12 |
| mux | 1 | 1 |
[worst max-delay path, delay by kind of cell]
family                     cells  cell delay [ns]
AOI/OAI and AO/OA              4             1.12
buffers and inverters          8             1.89
and+or+nand+nor                3             0.66
adders and majority gates      7             3.33
