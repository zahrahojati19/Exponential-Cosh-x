==> /design/flow/design.v <==
module LUT(input [3:0]addr,input clk,output [15:0]w);
       reg [15:0] data;
       always @(addr,clk)begin
          case(addr)
              0: data=16'hFFFF;  
              1: data=16'h8000;  
              2: data=16'h5555;  
              3: data=16'h4000;  
              4: data=16'h3333;  
              5: data=16'h2AAA;  
              6: data=16'h2492;  
              7: data=16'h2000;  
              8: data=16'h1C71;  
              9: data=16'h1999;  
              10: data=16'h1745;  
              11: data=16'h1555;  
              12: data=16'h13B1;  
              13: data=16'h1249;  
              14: data=16'h1111;  
              15: data=16'h1000;  
          endcase
       end
       assign w=data;
endmodule
==> /design/flow/run.sh <==
#!/bin/bash
# OpenROAD 26Q1-2900-gdf79404cd8, Yosys 0.63+post, stock flow scripts
make -C /OpenROAD-flow-scripts/flow DESIGN_CONFIG=/design/flow/config.mk WORK_HOME=/design/flow/orfs finish
==> /design/flow/config.mk <==
export PLATFORM = sky130hd
export DESIGN_NAME = LUT
export DESIGN_NICKNAME = LUT
export VERILOG_FILES = /design/flow/design.v
export SDC_FILE = /design/flow/constraint.sdc
export NUM_CORES = 4
export LEC_CHECK = 1
export CORE_AREA = 10 10 70 70
export DIE_AREA = 0 0 80 80
==> /design/flow/constraint.sdc <==
current_design LUT

set clk_period 1.1
set clk_io_pct 0.2

create_clock -name clk0 -period $clk_period

set non_clock_inputs [all_inputs -no_clocks]
set_input_delay [expr $clk_period * $clk_io_pct] -clock clk0 $non_clock_inputs
set_output_delay [expr $clk_period * $clk_io_pct] -clock clk0 [all_outputs]
==> results.py <==
# Physical implementation metrics
metrics = {
    "setup_path": {
        "crit_path_start": "addr[1]",
        "crit_type": "primary input to output pin",
        "crit_fanout": 3,
        "cp-end-kind": "output pin",
        "cp.arrival_ns": 1.17,
        "worstPathRequired_ns": 0.88,
        "cp-endpoint": "w[4]",
        "start_kind": "primary input",
    },
    "global_route": {
        "grt_usage_pct": 5.70,
        "met1_usage_pct": 7.71,
        "grt_max_degree": 11,
        "grt_remaining_overflow": 0,
        "busiest_layer": "met2",
        "grt_pass1_wl_mm": 3.10,
        "grt_pass1_vias": 567,
        "use_met3_pct": 1.14,
        "antenna_found_initial": 0,
        "grt_use_met2_pct": 9.63,
    },
    "synthesis": {
        "ys_area_sq_um": 359,
        "ys_warn_count": 1,
        "netlist-cell-type-count": 23,
        "ys_seq_share_pct": 0,
        "netlist_area_sq_um": 359,
        "yosys.area.top_type": "ha_1",
        "syn_avg_cell_area_sq_um": 6.91,
        "syn_inst": 52,
        "area_leaders": "ha_1, nor2_1, a21o_1",
        "ys_cells": 52,
        "top_cell_area_share_pct": 24.4,
    },
    "pwr": {
        "leakage_nw": 0.523,
        "power_uw": 438,
        "p_sw_uw": 170,
        "p_int_uw": 269,
        "combPwrFrac_pct": 100.0,
        "sw_frac_of_total_pct": 38.7,
        "pwr-share-seq_pct": 0,
        "ir_worst_vdd_uv": 94.2,
        "clkPwrFrac_pct": 0,
        "power.density_mw_per_mm2": 382,
    },
    "timing": {
        "hold_viol_final": 0,
        "hold_slack_ns": 0.836,
        "relSlewSlack_pct": 85.5,
        "fmax_mhz": 717,
        "finalCritPeriodShare_pct": 127,
        "rsz0062_at_grt": "yes",
        "tns_ns": -2.65,
        "layout_setup_ws_ns": -0.294,
        "final-setup-viol-count": 14,
        "slew_violations": 0,
        "worstMarginPinSlew_ns": 0.211,
        "period_minus_slack_ns": 1.39,
    },
    "hold_path": {
        "hold_class": "primary input to output pin",
        "hp-start": "addr[3]",
    },
    "placed_design": {
        "post-dp-hpwl_mm": 1.02,
        "port_buffers": 20,
        "dp_slack_ns": -1.03,
        "routabilityCongestion": 0.788,
        "dp_cells": 127,
        "dpl-instance-area_sq_um": 712,
    },
    "layout": {
        "final-seq-area_sq_um": 0,
        "area_growth_pct": 220,
        "stdcell_area_sq_mm": 0.00115,
        "n_sequential_cell": 0,
        "drive_above_1_share_pct": 82.4,
        "final_util_pct": 33.6,
        "layoutNonFillerInstCount": 148,
        "clockBufferCount": 0,
    },
    "floorplanning": {
        "std_cell_rows": 21,
        "fp.dieW_um": 80,
        "boundaryPins": 21,
        "core_area_sq_mm": 0.00342,
        "die-height_um": 80,
        "dieArea_sq_mm": 0.00640,
        "fp_util_pct": 10.5,
    },
    "drt": {
        "antenna_cells": 0,
        "wl_per_cell_um": 13.5,
        "num_vias": 557,
        "final_antenna_net_count": 0,
        "drc": 0,
        "firstDrtPassIters": 3,
        "drt_iter0_markers": 33,
        "routed_wl_mm": 1.99,
        "via_per_inst": 3.76,
    },
    "outcome": {
        "status": "finished, violations left",
        "violations": "negative setup slack",
    },
    "job": {
        "maxCapViolations": 0,
        "tool_warnings": 41,
    },
    "clocking": {
        "postCtsHoldBufs": 0,
    },
}
critical path, cell delays in order:
cell and delay, ns:
buf_8 0.11, buf_6 0.12, buf_6 0.12, ha_4 0.14
mux2i_1 0.20, o22a_1 0.18, buf_2 0.09
worst min-delay path by stage:
stage / depth (start not counted) / endpoint
after CTS: 4 / w[14]
after global routing: 4 / w[13]
final: 4 / w[13]
cells by family after synthesis:
family	synth area share, %
buffers and inverters	9.06
muxes	11.8
and+or+nand+nor	26.5
adders and majority gates	24.4
AOI/OAI and AO/OA	28.2
cell type report:
type               instances  area, sq um
repair buffers            54          553
well taps                 46         57.6
fillers                  329         2270
multi-input cells         46          517
inverters                  2         20.0
cells in the mapped netlist, types with 3 or more instances:
cell type,number
nor3_1,3
nor2_1,7
nand2_1,3
ha_1,7
nand2b_1,3
a21o_1,3
o21ai_1,3
metal layers:
metal / wire [um] / vias to the layer above / share of wire [%]
li1: - / 285 / -
met3: 92 / 0 / 4.6
met4: 0 / 0 / 0
met5: 0 / - / 0
met1: 955 / 264 / 48
met2: 943 / 8 / 47
timing repair:
item	4_1_cts	5_1_grt
setup buffers	16	6
gates cloned	2	0
gates resized	118	29
pin swaps	18	13
setup endpoints to repair	16	16
cells in the final DEF (no fill, tap or decap), drive strengths merged:
cell,instances
and2,1
nor2b,2
nand2,3
bufbuf,1
mux2,2
o31ai,1
clkbuf,1
a221o,1
nor2,7
a211oi,2
inv,2
mux2i,2
o21ai,4
a21oi,2
nor3,3
buf,52
o211ai,1
nand2b,3
nand3,1
o22a,1
a21o,3
ha,7
power groups by stage:
| stage | Sequential [mW] | Clock, mW | Combinational (mW) |
|---|---|---|---|
| finish | 0 | 0 | 0.438 |
| global route | 0 | 0 | 0.475 |
| CTS | 0 | 0 | 0.374 |
Power is estimated from default activity; no workload was simulated.
